===== ./run.sh =====
#!/bin/bash
# OpenROAD 26Q1-2900-gdf79404cd8, Yosys 0.63+post, stock flow scripts
make -C /OpenROAD-flow-scripts/flow DESIGN_CONFIG=/design/flow/config.mk WORK_HOME=/design/flow/orfs finish

===== ./config.mk =====
export PLATFORM = sky130hd
export DESIGN_NAME = uart_tx
export DESIGN_NICKNAME = uart_tx
export VERILOG_FILES = /design/flow/design.v
export SDC_FILE = /design/flow/constraint.sdc
export NUM_CORES = 4
export LEC_CHECK = 1
export CORE_AREA = 10 10 90 90
export DIE_AREA = 0 0 100 100

===== ./constraint.sdc =====
current_design uart_tx

set clk_period 2.2
set clk_io_pct 0.2

create_clock -name clk0 -period $clk_period [get_ports {clk}]

set non_clock_inputs [all_inputs -no_clocks]
set_input_delay [expr $clk_period * $clk_io_pct] -clock clk0 $non_clock_inputs
set_output_delay [expr $clk_period * $clk_io_pct] -clock clk0 [all_outputs]

===== ./design.v =====
module uart_tx #(parameter DATAWIDTH = 8)(
    input wire clk,
    input wire rst_n_i,
    input wire s_tick,
    input wire tx_start_i,
    input wire [DATAWIDTH-1:0] tx_data_i,
    output wire tx_o,
    output reg tx_done_o
  );
  localparam IDLE = 2'b00;
  localparam START = 2'b01;
  localparam DATA = 2'b10;
  localparam STOP = 2'b11;
  localparam DATA_TICK = 16;
  localparam DATABIT = $clog2(DATAWIDTH);
  localparam count_width = $clog2(DATA_TICK);
  reg [count_width-1:0] scount, next_scount;  
  reg [DATABIT-1:0] ncount, next_ncount;
  reg [DATAWIDTH-1:0] data_reg, next_data_reg;  
  reg [1:0] state, next_state;
  reg next_tx_done;
  reg tx_o_buf, next_tx_reg_buf;
  always @(posedge clk)
  begin: output_assignment
    if (!rst_n_i)
    begin
      state <= IDLE;
      scount <= 0;
      ncount <= 0;
      data_reg <= 0;
      tx_done_o <= 0;
      tx_o_buf <= 1;
    end
    else
    begin
      state <= next_state;
      scount <= next_scount;
      ncount <= next_ncount;
      data_reg <= next_data_reg;
      tx_done_o <= next_tx_done;
      tx_o_buf <= next_tx_reg_buf;
    end
  end
  assign tx_o = tx_o_buf;
  always @(*)
  begin: FSM
    next_state = state;
    next_scount = scount;
    next_ncount = ncount;
    next_data_reg = data_reg;
    next_tx_done = 0;
    next_tx_reg_buf = tx_o_buf;
    case(state)
      IDLE:
      begin
        next_tx_reg_buf = 1;
        next_state = (tx_start_i == 1) ? START : IDLE;
        next_scount = 0;
        next_data_reg = tx_data_i;
        next_tx_done = 1;
      end
      START:
      begin
        if (s_tick == 1)
        begin
          next_tx_reg_buf = 0;
          if (scount == DATA_TICK - 1)
          begin
            next_state = DATA;
            next_scount = 0;
            next_ncount = 0;
          end
          else
          begin
            next_state = START;
            next_scount = scount + 1;
          end
        end
        else
        begin
          next_state = START;
        end
      end
      DATA:
      begin
        if (s_tick == 1)
        begin
          next_tx_reg_buf = data_reg[0];
          if (scount == 15)
          begin
            next_scount = 0;
            next_data_reg = data_reg >> 1;
            if (ncount == DATAWIDTH - 1)
            begin
              next_state = STOP;
            end
            else
            begin
              next_state = DATA;
              next_ncount = ncount + 1;
            end
          end
          else
          begin
            next_state = DATA;
            next_scount = scount + 1;
          end
        end
        else
        begin
          next_state = DATA;
        end
      end
      STOP:
      begin
        if (s_tick == 1)
        begin
          next_tx_reg_buf = 1;
          if (scount == 15)
          begin
            next_state = IDLE;
            next_tx_done = 1;
            next_scount = 0;
          end
          else
          begin
            next_state = STOP;
            next_scount = scount + 1;
          end
        end
        else
        begin
          next_state = STOP;
        end
      end
      default:
        next_state = IDLE;
    endcase
  end
endmodule

==> metrics.txt <==
# HELP chip_impl_metric Metrics from one implementation run
# TYPE chip_impl_metric gauge
chip_impl_info{name="worst_setup_path_end_kind",value="register"} 1
chip_impl_info{name="rsz0062_at_grt",value="no"} 1
chip_impl_metric{name="synth_async_sr_flop_share",unit="%"} 0
chip_impl_info{name="cts_tree",value="yes"} 1
chip_impl_metric{name="antenna_cells",unit=""} 0
chip_impl_metric{name="post_cts_hold_fix_buffer_tally",unit=""} 0
chip_impl_metric{name="p_total",unit="mW"} 0.734
chip_impl_info{name="timing.critical_path.cells",value="clkdlybuf4s50_1 -> buf_4 -> inv_1 -> a211oi_1 -> nand3_1 -> mux2i_1"} 1
chip_impl_metric{name="drc",unit=""} 0
chip_impl_info{name="path_category_of_the_worst_min_delay_check",value="register to register"} 1
chip_impl_metric{name="dp_hpwl",unit="microns"} 1520
chip_impl_metric{name="chip_area",unit="sq um"} 10000
chip_impl_metric{name="p_per_area",unit="nW/um^2"} 578
chip_impl_metric{name="worst_setup_hold_path_clk_slew",unit="ns"} 0.08
chip_impl_metric{name="share_comb_of_total_power",unit="%"} 10.9
chip_impl_info{name="critical-path-slowest-cell",value="clkdlybuf4s50_1"} 1
chip_impl_metric{name="synth.ff_latch_count",unit=""} 21
chip_impl_info{name="layout_top_cells",value="dfxtp_1 (21), nand2_1 (20), clkdlybuf4s50_1 (13)"} 1
chip_impl_info{name="hold_path_startpoint",value="ncount[1]"} 1
chip_impl_info{name="layout_top_cell_excl_fill_tap",value="dfxtp_1"} 1
chip_impl_metric{name="setup_tns",unit="ns"} 0
chip_impl_metric{name="antenna_violating_nets_post_route",unit=""} 0
chip_impl_metric{name="stage_log_warnings",unit=""} 25
chip_impl_metric{name="finalHoldViolations",unit=""} 0
chip_impl_metric{name="synth-seq-area-share",unit="%"} 41.3
chip_impl_metric{name="yosys_warnings",unit=""} 1
chip_impl_metric{name="clk_buf_depth",unit=""} 2
chip_impl_metric{name="htree_num_levels",unit=""} 1
chip_impl_metric{name="yosys_cell_count",unit=""} 106
chip_impl_metric{name="p_int",unit="mW"} 0.572
chip_impl_metric{name="dieHeight",unit="microns"} 100
chip_impl_metric{name="first_global_vias",unit=""} 699
chip_impl_metric{name="clkLatencyLatePin",unit="ns"} 0.25
chip_impl_metric{name="largest_net_degree_at_the_start_of_global_routing",unit=""} 19
chip_impl_metric{name="core.rowCount",unit=""} 29
chip_impl_metric{name="synth-area-yosys",unit="sq um"} 1020
chip_impl_metric{name="max_cap_violations",unit=""} 0
chip_impl_metric{name="floorplan.initialDensity",unit="%"} 16.2
chip_impl_info{name="outcome",value="completed"} 1
chip_impl_info{name="worstReg2RegEnd",value="data_reg[7]"} 1
chip_impl_metric{name="synth.avg_cell_area",unit="sq um"} 9.60
chip_impl_metric{name="fin_util",unit="%"} 20.2
chip_impl_metric{name="tightest_slew",unit="ns"} 0.788
chip_impl_metric{name="number_of_enable_type_register_cells_in_the_synthesized_netlist",unit=""} 0
chip_impl_metric{name="area_growth",unit="%"} 24.8
chip_impl_metric{name="min_path_cells",unit=""} 2
chip_impl_metric{name="cts_made_buffers",unit=""} 3
chip_impl_metric{name="worstPathBufferInverterCount",unit=""} 3
chip_impl_info{name="hold_path_end",value="ncount[1]"} 1
chip_impl_info{name="r2r-start",value="state[1]"} 1
chip_impl_metric{name="vdd.ir_drop.worst",unit="V"} 0.000213
chip_impl_metric{name="boundaryPins",unit=""} 14
chip_impl_metric{name="synthDistinctLibCells",unit=""} 28
chip_impl_metric{name="timing.critical_path.slowest_cell_delay",unit="ns"} 0.58
chip_impl_metric{name="first_pass_iteration_count_of_the_detailed_router",unit=""} 4
chip_impl_info{name="crit_path_start_kind",value="input port"} 1
chip_impl_metric{name="slew_margin_rel",unit="%"} 47.4
chip_impl_metric{name="route.detailed.vias_per_inst",unit=""} 3.78
chip_impl_metric{name="via_count",unit=""} 745
chip_impl_metric{name="largest_register_ffs",unit=""} 8
chip_impl_metric{name="final.min_clock_period",unit="ns"} 1.71
chip_impl_metric{name="r2r_slack",unit="ns"} 0.58
chip_impl_metric{name="antenna_violations_before_repair",unit=""} 0
chip_impl_metric{name="global_route.usage.total",unit="%"} 4.08
chip_impl_metric{name="worstPathArrival",unit="ns"} 1.85
chip_impl_metric{name="numPortBuffers",unit=""} 13
chip_impl_metric{name="worst_clock_skew",unit="ns"} 0.00367
chip_impl_info{name="critPathTopFamily",value="buffers and inverters"} 1
chip_impl_metric{name="drt_first_iter_violations",unit=""} 32
chip_impl_metric{name="die-width",unit="microns"} 100
chip_impl_metric{name="static-leakage-power",unit="nW"} 0.526
chip_impl_metric{name="finalWeightedCongestion",unit=""} 0.761
chip_impl_metric{name="postRouteWirelength",unit="microns"} 1970
chip_impl_metric{name="grt.overflow.total",unit=""} 0
chip_impl_metric{name="timing.final.max_slew_violations",unit=""} 0
chip_impl_metric{name="grt_first_pass_wirelength",unit="microns"} 3400
chip_impl_metric{name="timing.final.crit_share",unit="%"} 77.8
chip_impl_info{name="ys_dominant_reg_cell",value="dfxtp_1"} 1
chip_impl_metric{name="cts_num_sinks",unit=""} 21
chip_impl_metric{name="report.final.setup_viol",unit=""} 0
chip_impl_metric{name="synthesis.instances",unit=""} 106
chip_impl_metric{name="power.net_switching",unit="mW"} 0.162
chip_impl_info{name="worst-setup-path-type",value="input port to register"} 1
chip_impl_metric{name="coreArea",unit="sq um"} 6280
chip_impl_metric{name="post_drt_wl_per_cell",unit="microns"} 9.98
chip_impl_metric{name="critical_path_peak_fanout",unit=""} 7
chip_impl_metric{name="cts.repair.resized",unit=""} 0
chip_impl_metric{name="timing.critical_path.required",unit="ns"} 2.34
chip_impl_metric{name="post-cts-setup-buffer-count",unit=""} 0
chip_impl_metric{name="power_share_of_the_clock_group",unit="%"} 33.3
chip_impl_metric{name="worst_r2r_path_depth",unit=""} 4
chip_impl_metric{name="drive_gt1_share",unit="%"} 9.17
chip_impl_metric{name="synth.cell_area",unit="sq um"} 1020
chip_impl_metric{name="sw_frac_of_total",unit="%"} 22.1
chip_impl_info{name="cts_root_buf",value="clkbuf_8"} 1
chip_impl_metric{name="power.share.sequential",unit="%"} 55.8
chip_impl_metric{name="hold_slack",unit="ns"} 0.471
chip_impl_metric{name="fmaxAchievable",unit="GHz"} 0.584
==> power by group through the flow <==
stage                 logic [mW]  registers [mW]  clock network (mW)
after global routing      0.0899           0.413               0.274
after CTS                 0.0813           0.410               0.258
final                     0.0798           0.410               0.244
==> cells by family after synthesis <==
group	after synthesis	share of synthesized area, %
AOI/OAI and AO/OA	22	17.7
xor gates and xnor gates	1	0.861
adders and majority gates	3	3.69
buffers and inverters	8	4.92
DFF	21	41.3
muxes	12	11.9
and+or+nand+nor	39	19.6
==> synthesized netlist by cell type, drive strengths merged, types with 2 or more instances <==
library cell / count / area (sq um)
nor2: 3 / 11.3
buf: 4 / 35.0
o311ai: 2 / 17.5
a211oi: 2 / 27.5
clkbuf: 2 / 7.51
inv: 2 / 7.51
a21oi: 2 / 10.0
nand3: 6 / 30.0
or3: 2 / 12.5
ha: 3 / 37.5
dfxtp: 21 / 420
mux2i: 11 / 110
nand2: 20 / 75.1
a21boi: 2 / 15.0
nor2b: 3 / 18.8
o21ai: 5 / 25.0
o211a: 7 / 70.1
a22oi: 2 / 15.0
==> metrics by stage <==
step                area, sq um  setup WS [ns]  std cells
global route               1270          0.372        197
detailed placement         1220          0.203        193
finish                     1270          0.487        197
CTS                        1270          0.482        197
floorplan                  1020          0.699        106
global placement           1220          0.243        193
==> worst register-to-register path: cells and delay by family, from the launching register on <==
family,cells,cell delay [ns]
AND/OR/NAND/NOR,2,0.71
AND-OR/OR-AND,2,0.24
flip-flops,1,0.57
==> routing by layer <==
layer  wire length [microns]  up-vias  GRT usage, %  share of wire (%)
met5                       0        -             0                  0
met4                      18        0         0.326               0.92
met3                     164        2          2.22                8.3
met2                     735       13          5.28                 37
met1                    1050      328          5.99                 53
li1                        -      402             -                  -
==> cell type report <==
class	instances	area [sq um]
Tap cell	77	96.3
Multi-Input combinational cell	77	547
Clock inverter	1	5.00
Clock buffer	3	41.3
Timing Repair Buffer	16	153
Fill cell	686	5010
Inverter	2	7.51
Sequential cell	21	420
==> worst max path at each step <==
stage     startpoint  slack (ns)  cells past startpoint        end
4_1_cts       s_tick        0.48                      6  ncount[2]
5_1_grt       s_tick        0.37                      6  ncount[2]
6_report      s_tick        0.49                      6  ncount[2]
Power and IR drop assume default switching activity.
